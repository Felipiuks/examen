File: flow/design.v
module Tarea4_CLOCK_GENERATOR
#(
	parameter FREQUENCY = 10000,
	parameter FREQUENCY_CALCULATOR = freq_calc(FREQUENCY),
	parameter NBITS_FOR_COUNTER = CeilLog2(FREQUENCY_CALCULATOR)
)
(
	input clk_FPGA,
	input reset,
	output clk_salida
);
logic [NBITS_FOR_COUNTER - 1 : 0] Count_logic;
bit MaxValue_Bit;
bit clk_output = 1'b0;
always_ff@(posedge clk_FPGA or negedge reset) begin
		if (reset == 1'b0)
		begin
				Count_logic <= {NBITS_FOR_COUNTER{1'b0}};
				clk_output <= 1'b0;
		end
		else begin
			if(MaxValue_Bit == 1'b1)
			begin
				clk_output <= ~clk_output;
				Count_logic <= 0;
			end
			else 
				Count_logic <= Count_logic + 1'b1;		
		end
	end
always_comb
	if(Count_logic == FREQUENCY_CALCULATOR - 1)
		MaxValue_Bit = 1;
	else
		MaxValue_Bit = 0;
assign clk_salida = clk_output;
     function integer CeilLog2;
       input integer data;
       integer i,result;
       begin
          for(i=0; 2**i <= data; i=i+1)
             result = i + 1;
          CeilLog2 = result;
       end
    endfunction
		function integer freq_calc;
			input integer freq_requerida;
			integer result;
			begin
				result = (50000000/freq_requerida)/2;
				freq_calc = result;
			end
		endfunction
endmodule 
File: flow/run.sh
#!/bin/bash
# OpenROAD 26Q1-2900-gdf79404cd8, Yosys 0.63+post, stock flow scripts
make -C /OpenROAD-flow-scripts/flow DESIGN_CONFIG=/design/flow/config.mk WORK_HOME=/design/flow/orfs finish
File: flow/config.mk
export PLATFORM = sky130hd
export DESIGN_NAME = Tarea4_CLOCK_GENERATOR
export DESIGN_NICKNAME = Tarea4_CLOCK_GENERATOR
export VERILOG_FILES = /design/flow/design.v
export SDC_FILE = /design/flow/constraint.sdc
export NUM_CORES = 4
export LEC_CHECK = 1
export CORE_AREA = 10 10 83 83
export DIE_AREA = 0 0 93 93
File: flow/constraint.sdc
current_design Tarea4_CLOCK_GENERATOR

set clk_period 2.6
set clk_io_pct 0.2

create_clock -name clk0 -period $clk_period [get_ports {clk_FPGA}]

set non_clock_inputs [all_inputs -no_clocks]
set_input_delay [expr $clk_period * $clk_io_pct] -clock clk0 $non_clock_inputs
set_output_delay [expr $clk_period * $clk_io_pct] -clock clk0 [all_outputs]
==> results.cfg <==
; generated from flow reports
[status]
status = finished clean

[final_timing]
setup_tns_ns = 0
slew-limit-headroom_pct = 62.8
min_period_ns = 1.58
setup_viol = 0
tightestPinTransition_ns = 0.556
finalHoldViolCount = 0
finalMaxSlewViolations = 0
min_period_over_period_pct = 60.9
fin_worst_skew_ns = 0.000743
rsz0062_at_grt = false
fin_ws_ns = 1.02
fmax_ghz = 0.631

[routing]
drt_wl_total_um = 1030
antenna_left = 0
dr_total_vias = 416
drt-initial-drc-count = 2
drc = 0
vias_per_cell = 3.22
routed_wire_length_per_instance_um = 7.98
first_pass_iters = 3
antenna_cells = 0

[place]
place_hpwl_um = 715
portBuffers = 2
placed_cells = 125
gp_congestion = 0.798
pre_cts_ws_ns = 1.08

[synthesis]
syn_avg_cell_area_um2 = 11.4
ys_cells = 54
ys_chip_area_um2 = 614
synthArstFlopShare_pct = 100
syn_inst = 54
yosysWarningCount = 1
postSynthSeqShare_pct = 53.0
ys_types = 26
ff_type = dfrtp_1
edf_count = 0
syn_area_um2 = 614
ys.flops = 13

[clocking]
cts_tree = yes
post-cts-setup-buffer-count = 0
cts_sinks = 13
insertion_delay_ns = 0.23
cts_max_level = 1
root_buffer = clkbuf_8
ctsLongestPathBuffers = 2
cts.clk_slew.worst_paths_ns = 0.05
cts_resized = 0
cts_buffers = 3
cts.hold.buffers_added = 0

[global_routing]
grtUsageTotal_pct = 2.48
grt_max_degree = 14
grt_pass1_vias = 409
grt_pass1_wl_um = 1860
antenna_found_initial = 0
overflow = 0

[critical_path]
crit_buf_inv = 1
crit_family = buffers and inverters
end_kind = output port
crit_slowest_cell = clkdlybuf4s50_1
cpPeakStageDelay_ns = 0.47
required_ns = 2.08
arrival_ns = 1.06
path_max_fanout = 2
start_kind = register
critPathKind = register to output port
crit_chain = clkdlybuf4s50_1
rrSetupSlack_ns = 1.06

[floorplan]
num_rows = 26
chipArea_mm2 = 0.00865
fp.dieW_um = 93
io_pins = 3
die_y_um = 93
core_util_floorplan_pct = 12.0
fp.coreArea_mm2 = 0.00514

[worst_hold_path]
hold_path.class = register to register

[finish]
syn2layout_area_growth_pct = 24.0
final_cell_mix = 13 x dfrtp_1, 5 x xor2_1, 4 x nor2_1
layout_top_cell = dfrtp_1
fillers = 597
final_layout_size_suffix_gt1_share_pct = 15.3
final_cells = 129

[power]
cellLeakagePower_nw = 0.291
power_density_mw_per_mm2 = 498
ir_worst_vdd_uv = 348

[flow_run]
max_cap_violations = 0
warnings = 25
-- kinds of logic (layout without fill, tap and decap cells) --
group,Yosys count,in the layout,synth area share (%)
simple gates,23,23,25.5
flops,13,13,53.0
compound gates,8,8,8.15
xor+xnor,7,7,9.98
buf+inv,2,7,1.42
fa+ha+maj,1,1,2.04
-- stage by stage --
stage	total power, mW	cell area, um^2	util, %	hold WS, ns
global placement	0.211	717	13.9	0.446
CTS	0.386	762	14.8	0.473
global route	0.396	762	14.8	0.495
detailed placement	0.211	717	13.9	0.460
floorplan	0.206	614	-	0.224
finish	0.379	762	14.8	0.469
-- final timing paths --
check                               start             end  cells after the start
max                            clk_output      clk_salida                      1
min                        Count_logic[0]  Count_logic[0]                      1
max reg2reg                Count_logic[9]  Count_logic[8]                      3
min reg2reg                Count_logic[0]  Count_logic[0]                      1
max in group asynchronous           reset  Count_logic[3]                      1
min in group asynchronous           reset  Count_logic[1]                      1
-- per-layer routing --
metal  global-route usage [%]  wire length (um)
met3                    0.808                34
met2                     3.74               457
met4                    0.900                24
met1                     3.27               513
met5                        0                 0
-- Yosys cell counts, types with 2 or more instances --
library cell | instances | area share (%)
dfrtp_1 | 13 | 53
xor2_1 | 5 | 7.1
nor2_1 | 4 | 2.4
nand2_1 | 3 | 1.8
nand3_1 | 3 | 2.4
o21ai_0 | 3 | 2.4
a21oi_1 | 2 | 1.6
nor3_1 | 2 | 1.6
xnor2_1 | 2 | 2.9
-- cell type report --
class	count	area (um^2)	area share [%]
Clock buffer	4	45.0	5.91
Inverter	1	3.75	0.493
Multi-Input combinational cell	39	280	36.8
Sequential cell	13	325	42.7
Tap cell	70	87.6	11.5
Timing Repair Buffer	2	20.0	2.63
-- report_power, final --
group	switching (mW)	leakage [nW]	internal [mW]	total, mW
Combinational	0.00360	0.0966	0.00132	0.00492
Clock	0.0641	0.0228	0.108	0.172
Sequential	0	0.172	0.203	0.203
Total	0.0677	0.291	0.312	0.379
-- flip-flops by register name, summed over array words and instances (netlist names) --
name	cells
Count_logic	12
clk_output	1
Power figures rest on the tool's default switching activity, not on a simulated workload.
