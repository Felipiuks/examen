==> flow/design.v <==
module Tarea4_CLOCK_GENERATOR_20K
#(
	parameter FREQUENCY = 20000,
	parameter FREQUENCY_CALCULATOR = freq_calc(FREQUENCY),
	parameter NBITS_FOR_COUNTER = CeilLog2(FREQUENCY_CALCULATOR)
)
(
	input clk_FPGA,
	input reset,
	output clk_salida
);
logic [NBITS_FOR_COUNTER - 1 : 0] Count_logic;
bit MaxValue_Bit;
bit clk_output = 1'b0;
always_ff@(posedge clk_FPGA or negedge reset) begin
		if (reset == 1'b0)
		begin
				Count_logic <= {NBITS_FOR_COUNTER{1'b0}};
				clk_output <= 1'b0;
		end
		else begin
			if(MaxValue_Bit == 1'b1)
			begin
				clk_output <= ~clk_output;
				Count_logic <= 0;
			end
			else 
				Count_logic <= Count_logic + 1'b1;		
		end
	end
always_comb
	if(Count_logic == FREQUENCY_CALCULATOR - 1)
		MaxValue_Bit = 1;
	else
		MaxValue_Bit = 0;
assign clk_salida = clk_output;
     function integer CeilLog2;
       input integer data;
       integer i,result;
       begin
          for(i=0; 2**i <= data; i=i+1)
             result = i + 1;
          CeilLog2 = result;
       end
    endfunction
		function integer freq_calc;
			input integer freq_requerida;
			integer result;
			begin
				result = (50000000/freq_requerida)/2;
				freq_calc = result;
			end
		endfunction
endmodule 
==> flow/run.sh <==
#!/bin/bash
# OpenROAD 26Q1-2900-gdf79404cd8, Yosys 0.63+post, stock flow scripts
make -C /OpenROAD-flow-scripts/flow DESIGN_CONFIG=/design/flow/config.mk WORK_HOME=/design/flow/orfs finish
==> flow/config.mk <==
export PLATFORM = sky130hd
export DESIGN_NAME = Tarea4_CLOCK_GENERATOR_20K
export DESIGN_NICKNAME = Tarea4_CLOCK_GENERATOR_20K
export VERILOG_FILES = /design/flow/design.v
export SDC_FILE = /design/flow/constraint.sdc
export NUM_CORES = 4
export LEC_CHECK = 1
export CORE_AREA = 10 10 70 70
export DIE_AREA = 0 0 80 80
==> flow/constraint.sdc <==
current_design Tarea4_CLOCK_GENERATOR_20K

set clk_period 1.8
set clk_io_pct 0.2

create_clock -name clk0 -period $clk_period [get_ports {clk_FPGA}]

set non_clock_inputs [all_inputs -no_clocks]
set_input_delay [expr $clk_period * $clk_io_pct] -clock clk0 $non_clock_inputs
set_output_delay [expr $clk_period * $clk_io_pct] -clock clk0 [all_outputs]
==> run notes <==
Notes on the flow run.

- The TritonCTS clock tree is yes, for reference.
- Buffers added to address setup during post-CTS repair amount to 0.
- The synthesized design spends more area on one cell type than any other, namely dfrtp_1.
- After layout, the worst path uses 85.47% of the clock period.
- The prevailing post-synth register cell is dfrtp_1, for reference.
- The post-cts sizing count is 0, for reference.
- The area enclosed by the die boundary is 6400 sq um, for reference.
- The initial antenna violation count is 0, for reference.
- The max-slew violation count is 0, for reference.
- Summed over all cells, the static leakage comes to just over 0.3 nW.
- After routing, the total negative slack on setup checks comes to 0 ps.
- The skew report gives the latency at the later pin of the worst-skew pair as 260 ps.
- The reported max-cap violation count is 0, for reference.
- The clock passes through at most 2 buffers.
- The number of placed instances with taps included is between 100 and 150, for reference.
- The synthesized area is 614.3 sq um, for reference.
- The pin slew with the least headroom to its limit is between 500 and 600 ps, for reference.
- The synthesized netlist devotes 8.554% of its cell area to XOR and XNOR gates.
- The highest clock rate is 650.0 MHz, for reference.
- Traced cell by cell, the critical path runs through ha_1, inv_1, or4_4, a21oi_2.
- The portion of total power attributed to combinational logic is 1.6%, for reference.
- After synthesis, the design contains 52 cells according to Yosys.
- Leaving out filler cells and counting taps, the final layout contains 104.
- The final clock skew is 3.745 ps, for reference.
- The global-route total usage across every layer is 3.552%, for reference.
- The data arrival time of the worst path is 1730 ps, for reference.
- The number of H-tree levels is 1, for reference.
- The number of global-route vias before repair is between 400 and 500, for reference.
- The detailed router placed 409 vias in this run.
- The count of unique library cells instantiated by Yosys is 23, for reference.
- The placed instances occupy a cell area of 699.4 sq um.
- The slowest stage of the critical path is the or4_4 cell.
- Net switching is 19.12% of the power.
- Endpoints with negative setup slack in the final report add up to 0.
- The share of layout cells above drive strength 1 is 17.24%, for reference.
- 0 antenna diodes ended up in the layout.
- OpenSTA, run right after detailed placement, puts the worst setup slack at 276.1 ps.
- The worst setup path is launched from a flop.
- The cell sitting at the root of the clock tree is a clkbuf_4.
- The sequential share of power is roughly 63%, for reference.
- The stage-log warning count is 26, for reference.
- In the routed design, unresolved DRC markers number 0.
- Setup repair after global routing left no endpoint under its margin.
- The maximum vdd ir drop is 0.3403 mV, for reference.
- The net switching power in the latest report is 0.00008244 W.
- The total overflow reported by the global router is 0, for reference.
- The worst-case reg-to-reg setup slack stands at 260 ps.
- The fraction of the mapped netlist area in simple logic gates is 28.51%, for reference.
- The detailed-route vias per instance is a little under 4, for reference.
- After clock tree synthesis, the clock-pin slew on the worst setup and hold paths is 70 ps.
- The count of buffers added on input and output ports is 2.
- The script logs the mean routed wire length per placed instance as 10.53 microns.
- The and-or/or-and share of the synthesized area is under 10%, for reference.
- The most frequently used cell type in the post-synthesis netlist is dfrtp_1, for reference.
- Along the worst path, the maximum fanout reaches 5.
- The core outline area is 3416 sq um, for reference.
- In this run, the synthesized area fraction spent on adder and majority cells is recorded as between 4 and 5%.
- The global-route wire length before repair is 1863 microns, for reference.
- After technology mapping, the gate count stands at 52.
- The floorplan step set the die height to 80 microns.
- The number of buffers created by CTS is 3, for reference.
- Per the final timing report, the hold violations number 0.
- Of the total power, the clock network draws 35.9%.
- The HPWL reported at the end of detailed placement is between 800 and 900 microns, for reference.
- The filler cells instantiated in the layout total approximately 380.
- Yosys shows that the main logic family after synthesis is simple AND/OR/NAND/NOR gates.
- The slew check shows that the tightest pin keeps a relative margin of 64.66%.
- In the log, the iteration count for the first detailed-route pass is 4.
- In this run the remaining antenna-violating nets after routing total 0.
- The type of the worst setup path is flop to flop, for reference.
- The chip area estimate from yosys synthesis is 614.3 sq um, for reference.
- The number of ports placed on the die boundary is 3, for reference.
- The final core utilization is between 20% and 30%, for reference.
- The number of warnings issued by yosys is 1, for reference.
- The shortest clock period the worst path allows after layout is 1538 ps, for reference.
- The largest net degree at the start of global routing is 13, for reference.
- The run finished with clean final reports.
- The layout stage reports a final design area of 721.9 sq um.
- The sequential share of the synthesized area is 48.88%, for reference.
- In this run, the number of DRC markers left after iteration 0 of detailed routing was 3.
- The power density normalized to cell area is approximately 600 nW/um^2, for reference.
- For this block, the routed nets add up to 1095 microns of wire.
- The proportion of register bits with asynchronous set or reset after synthesis is 100.0%, for reference.
- The multiplexer fraction of the synthesized cell area is 0%, for reference.
- Per STA, the highest per-stage delay on the worst path measures 520 ps.
- By area the synthesized netlist is led by dfrtp_1 (49%), xnor2_1 (5.7%), ha_1 (4.1%).
- The mean post-synth cell area is 11.81 sq um, for reference.
- Counting flops and latches in the post-synthesis netlist gives 12.
- The routability congestion estimate is 0.7904, for reference.
- The effective utilization at floorplan is 17.99%, for reference.
- For this design, the CTS-stage hold fixing added 0 buffers.
- In the power breakdown, the internal column shows 0.0003487 W.
- The number of flops mapped to enable cells by yosys is 0, for reference.
- The type of element capturing the critical path is a flop, for reference.
- The required time at the worst-slack endpoint is 1990 ps, for reference.
- The CTS sink count is 12, for reference.
- The worst min-delay path category is input pin to async pin, for reference.
- The site row count is 21, for reference.
- The area fraction of the largest cell type after synthesis is 48.88%.
- The final worst setup slack is 261.6 ps, for reference.
- By count the netlist is led by dfrtp_1 (12), xnor2_1 (4).
- Compared with the post-synthesis result, the final layout area differs by 17.52%.
- The horizontal die dimension reported for this design is 80 microns.
-- sequential cells by signal, indices dropped and copies added (netlist names) --
signal	cells
clk_output	1
Count_logic	11
-- placed cells by master, fill, tap and decap left out, types with 2 or more instances in the layout --
cell type | Yosys | final
clkdlybuf4s50_1 | 0 | 2
a21oi_1 | 2 | 2
o21ai_0 | 3 | 3
inv_1 | 3 | 3
nand3_1 | 3 | 3
xnor2_1 | 4 | 4
or3_1 | 2 | 2
xor2_1 | 2 | 2
nand2_1 | 2 | 2
nor2_1 | 3 | 3
dfrtp_1 | 12 | 12
clkbuf_4 | 0 | 3
ha_1 | 2 | 2
nand4_1 | 3 | 3
-- logic make-up after synthesis --
kind of cell,count (synthesis)
simple gates,21
flops,12
compound gates,8
xor+xnor,6
buf+inv,3
fa+ha+maj,2
-- metrics by stage --
| stage | hold slack [ps] | power (W) |
|---|---|---|
| floorplan | 64.41 | 0.0002748 |
| global placement | 458.2 | 0.0002820 |
| detailed placement | 456.7 | 0.0002821 |
| CTS | 460.3 | 0.0004372 |
| global route | 485.2 | 0.0004456 |
| finish | 440.0 | 0.0004311 |
-- layout make-up --
cell class | instances | area [sq um] | area share, %
Multi-Input combinational cell | 37 | 302.8 | 41.94
Sequential cell | 12 | 300.3 | 41.59
Tap cell | 46 | 57.56 | 7.972
Timing Repair Buffer | 3 | 27.53 | 3.813
Clock buffer | 3 | 22.52 | 3.120
Inverter | 3 | 11.26 | 1.560
-- routing by layer --
metal / vias to the layer above / global-route usage, % / part of all wire [%]
met1: 198 / 5.119 / 53
met4: 0 / 0.1761 / 0.91
li1: 201 / - / -
met2: 8 / 4.976 / 41
met5: - / 0 / 0
met3: 2 / 1.591 / 5.4
-- path summary, 6_finish.rpt --
kind,end,start,cells after the start
max,Count_logic[10],Count_logic[0],4
min,Count_logic[4],reset,1
max reg2reg,Count_logic[10],Count_logic[0],4
min reg2reg,clk_output,clk_output,1
max in group asynchronous,Count_logic[2],reset,1
min in group clk0,clk_output,clk_output,1
-- critical path: cells and delay by family, from the launching register on --
kind                     cells  cell delay [ps]
AND/OR/NAND/NOR              1              520
flip-flops                   1              410
adder cells (fa/ha/maj)      1              280
AND-OR/OR-AND                1              150
buffers and inverters        1              110
-- power groups by stage --
stage | clock network, W | registers, W | logic, W
6_report | 0.000155 | 0.000270 | 0.00000684
4_1_cts | 0.000160 | 0.000269 | 0.00000740
5_1_grt | 0.000168 | 0.000269 | 0.00000808
Power is estimated from default activity; no workload was simulated.
