===== design/flow/config.mk =====
export PLATFORM = sky130hd
export DESIGN_NAME = Register_With_Sync_Reset
export DESIGN_NICKNAME = Register_With_Sync_Reset
export VERILOG_FILES = /design/flow/design.v
export SDC_FILE = /design/flow/constraint.sdc
export NUM_CORES = 4
export LEC_CHECK = 1
export CORE_UTILIZATION = 50

===== design/flow/constraint.sdc =====
current_design Register_With_Sync_Reset

set clk_period 1.0
set clk_io_pct 0.2

create_clock -name clk0 -period $clk_period [get_ports {clk}]

set non_clock_inputs [all_inputs -no_clocks]
set_input_delay [expr $clk_period * $clk_io_pct] -clock clk0 $non_clock_inputs
set_output_delay [expr $clk_period * $clk_io_pct] -clock clk0 [all_outputs]

===== design/flow/design.v =====
module Register_With_Sync_Reset
#(
	parameter Word_Lenght = 65
)
(
	input clk,
	input reset,
	input enable,
	input Sync_Reset,
	input [Word_Lenght - 1:0] Data_Input,
	output [Word_Lenght - 1:0] Data_Output
);
logic [Word_Lenght - 1:0] Data_reg;
always_ff@(posedge clk or negedge reset) begin: REGISTER
	if(reset == 1'b0)
		Data_reg <= {Word_Lenght{1'b0}};
	else
		if(Sync_Reset == 1'b1) 
				Data_reg <= {Word_Lenght{1'b0}};
		else
			if(enable == 1'b1)
				Data_reg <= Data_Input;
			else
				Data_reg <= Data_reg;
end: REGISTER
assign Data_Output = Data_reg;
endmodule

===== design/flow/run.sh =====
#!/bin/bash
# OpenROAD 26Q1-2900-gdf79404cd8, Yosys 0.63+post, stock flow scripts
make -C /OpenROAD-flow-scripts/flow DESIGN_CONFIG=/design/flow/config.mk WORK_HOME=/design/flow/orfs finish

==> run summary <==
impl run done, here's what came out: final-report max-slew violation count=0, die area=around 5600 sq um, Crit Path Max Fanout=2, top area cells in the synthesized netlist=dfrtp_1, mux2i_1, nor2_1, via/cell ratio=4.78, clock tree root driver cell=clkbuf_8, outcome=complete, but fails checks, maximum root-to-sink buffer count=2, Placed Cells incl. Taps=408, drt drc=0, post-synthesis register bit count=65, count of cells along the worst register-to-register path=4, cell count after synthesis=209, fraction of layout instances using a drive strength above 1=32.3%, area share, top type=between 60% and 70%, length of routed wiring on met1=approximately 3400 um, via count of the first global-routing pass=2192, start point of the worst min-delay path=Sync_Reset, diode count=0, critical path's top delay family=flip-flops, data required time at the worst endpoint=approximately 0.80 ns, GRT Residual Overflow=0, slew at the pin with the worst max-slew slack=0.364 ns, CTS H-tree depth=3, count of library flops with an enable pin=0, arrival time at the worst endpoint=0.87 ns, worst hold path stage count=3, Worst R2R End=Data_reg[51]$_DFFE_PN0P_, overall fraction of global-route tracks in use=28.3%, power density of the placed cells=between 1000 and 1500 nW/um^2, number of antenna violations at the first check in global routing=0, P_leak=2.33 nW, clock-pin slew on the worst setup and hold paths=~0.070 ns, Period Utilization, post-route=107%, Area Overhead vs Synth=60.1%, count of final setup violators=61, max-cap violation count=0, number of cell rows=26, hold violation count in the final report=0, type of destination of the critical path=primary output, dominant cell type by area after synthesis=dfrtp_1, Initial DRT Pass Iterations=4, synth unique cells=9, slowest cell on the critical path=dfrtp_1, element type at the critical path start=flip-flop, post-route ant nets=0, post-layout min period=1.07 ns, Tot Pwr=between 6 and 7 mW, worst path bufs/invs=1, Worst Hold Path EP=Data_reg[40]$_DFFE_PN0P_, minimum setup slack in the final design=-0.0744 ns, register-to-register setup slack=-0.02 ns, GPL Wtd Cong=approximately 0.80, type of the worst min-delay path=in -> reg, die boundary height=around 75 um, highest attainable clock frequency=0.931 GHz, count of tool warnings=28, average wire length per cell after detail routing=16.5 um, Max Used Layer=met4, metal2 WL=~3300 um, Die W=75.0 um, global-route wire length before repair=between 10000 and 15000 um, CP cell instances=buf_2, via total after detailed routing=about 2200, Num CTS Buffers=9, Synth Area per Inst=12.8 sq um, remaining max-slew budget at the tightest pin=75.7%, standard cell core area=5110 sq um, most common library cells after synthesis=dfrtp_1, mux2i_1, nor2_1, Largest stage delay, worst path=0.41 ns, classification of the worst setup path=reg -> out, launching point of the worst reg2reg path=Data_reg[51]$_DFFE_PN0P_, Yosys Instances=209, pin count of the biggest net entering global routing=36, placed wire-length estimate=4610 um, Starting Density=52.2%, clock network latency to the later pin of the worst-skew pair=0.32 ns, final wirelength=7550 um, setup skew after layout=0 ns, area of the mapped netlist=2670 sq um, number of sinks on the clock net=65, Layout Cells excl Fill=approximately 460, Chip Area, Yosys=~2700 sq um, IO Count=between 100 and 150, met3 WL post-DR=between 800 and 900 um, failing checks=negative setup slack, unrepaired setup endpoints after global routing=true, number of warnings printed during yosys synthesis=1, share of synthesized area occupied by flip-flops and latches=around three fifths, ys async rst share=about 100%, max FFs per register=65, number of buffer cells added on primary ports=~130, clock tree from TritonCTS=done, maximum vdd drop=1220 uV, Iteration-0 DRC Markers=133, Worst Setup Slack post-DPL=-0.0689 ns, primary flip-flop cell chosen by synthesis mapping=dfrtp_1
[report_power, final]
| part | leakage (nW) | total (mW) | switching (mW) | internal (mW) |
|---|---|---|---|---|
| Clock | 0.116 | 2.53 | 0.927 | 1.60 |
| Sequential | 0.863 | 2.85 | 0.0747 | 2.78 |
| Combinational | 1.36 | 1.00 | 0.376 | 0.628 |
| Total | 2.33 | 6.38 | 1.38 | 5.00 |
[placed cells by master, fill, tap and decap left out]
master           Yosys  routed
nor2_1              65      65
buf_2                1      67
bufinv_16            0       2
buf_12               5       8
mux2i_1             65      64
clkbuf_1             2       1
dfrtp_1             65      65
clkdlybuf4s50_1      0      65
mux2i_2              0       1
dlygate4sd3_1        0       2
buf_4                1      35
clkbuf_8             0      12
[cells by family after synthesis]
| group | Yosys count | share of synthesized area (%) |
|---|---|---|
| mux | 65 | 24.4 |
| flops | 65 | 61.0 |
| simple gates | 65 | 9.15 |
| buf+inv | 14 | 5.49 |
[metrics by stage]
step | TNS (ns) | utilization, % | instance area (sq um) | hold WS (ns)
5_1_grt | -3.52 | 83.6 | 4270 | 0.307
2_1_floorplan | 0 | - | 2670 | -0.0956
3_3_place_gp | -0.104 | 80.3 | 4100 | 0.0922
4_1_cts | -2.12 | 81.2 | 4150 | 0.292
6_report | -0.972 | 83.6 | 4270 | 0.312
3_5_place_dp | -0.347 | 80.3 | 4100 | 0.0942
[worst max-delay path by stage]
stage                               startpoint               to  slack [ns]  depth (start not counted)
final                 Data_reg[45]$_DFFE_PN0P_  Data_Output[45]       -0.07                          1
after CTS             Data_reg[45]$_DFFE_PN0P_  Data_Output[45]       -0.08                          1
after global routing  Data_reg[45]$_DFFE_PN0P_  Data_Output[45]       -0.10                          1
[what timing repair did]
| item | 4_1_cts | 5_1_grt |
|---|---|---|
| hold buffers | 2 | 0 |
| gates resized | 197 | 1 |
| setup buffers | 16 | 16 |
| pin swaps | 0 | 0 |
| hold endpoints to repair | 8 | 0 |
| setup endpoints to repair | 65 | 66 |
[area by class of cell]
cell class,instances,area (sq um)
Sequential cell,65,1630
Timing Repair Buffer,177,1430
Multi-Input combinational cell,130,898
Fill cell,288,837
Clock buffer,13,169
Tap cell,70,87.6
Clock inverter,2,60.1
[layer usage]
layer | global-route usage (%) | vias up
li1 | - | 1045
met1 | 46.1 | 1043
met2 | 39.3 | 89
met3 | 10.7 | 9
met4 | 4.40 | 0
met5 | 0 | -
No activity file was given, so power comes from the tool's default toggle rates.
